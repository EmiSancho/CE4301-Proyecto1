## ./run.sh

```bash
#!/bin/bash
# OpenROAD 26Q1-2900-gdf79404cd8, Yosys 0.63+post, stock flow scripts
make -C /OpenROAD-flow-scripts/flow DESIGN_CONFIG=/design/flow/config.mk WORK_HOME=/design/flow/orfs finish
```

## ./config.mk

```make
export PLATFORM = sky130hd
export DESIGN_NAME = alu
export DESIGN_NICKNAME = alu
export VERILOG_FILES = /design/flow/design.v
export SDC_FILE = /design/flow/constraint.sdc
export NUM_CORES = 4
export LEC_CHECK = 1
export CORE_UTILIZATION = 50
```

## ./design.v

```verilog
module alu #(parameter n=32)(
	input logic[n-1:0] A,B,
	input logic[5:0] control,
	output[n-1:0] salida,
	output se,seqe,slte,slee,sgte,sgee,sle2,sle3,sle4,sle5,sle6,sle7,sle8
);
	logic[n-1:0] AUXresult;
	logic[n-1:0] r_div; division#(n) myDiv(A,B, r_div);
	logic[n-1:0] r_or; bor#(n) myOr(A,B, r_or);
	logic[n-1:0] r_and; band#(n) myband(A,B, r_and);
	logic[n-1:0] r_mult; mult#(n) myMulti(A,B, r_mult);
	logic aux_s = 0;
	logic aux_seq = 0;
	logic aux_slt = 0;
	logic aux_sle = 0;
	logic aux_sgt = 0;
	logic aux_sge = 0;
	logic aux_sle2 = 0;
	logic aux_sle3 = 0;
	logic aux_sle4 = 0;
	logic aux_sle5 = 0;
	logic aux_sle6 = 0;
	logic aux_sle7 = 0;
	logic aux_sle8 = 0;
	always @* begin
		case(control)
		6'b000000: begin AUXresult <= 0; 
								aux_s=0;
								aux_seq = 0;
								aux_slt = 0;
								aux_sle = 0;
								aux_sgt = 0;
								aux_sge = 0; 
								aux_sle2 = 0; 
								aux_sle3 = 0;
								aux_sle4 = 0;
								aux_sle5 = 0;
								aux_sle6 = 0;
								aux_sle7 = 0;
								aux_sle8 = 0; 	end  
		6'b000001: begin AUXresult <= A + B; 
								aux_s=0;
								aux_seq = 0;
								aux_slt = 0;
								aux_sle = 0;
								aux_sgt = 0;
								aux_sge = 0; 
								aux_sle2 = 0; 
								aux_sle3 = 0;
								aux_sle4 = 0;
								aux_sle5 = 0;
								aux_sle6 = 0;
								aux_sle7 = 0;
								aux_sle8 = 0; 	end  
		6'b000010: begin AUXresult <= A - B; 
								aux_s=0;
								aux_seq = 0;
								aux_slt = 0;
								aux_sle = 0;
								aux_sgt = 0;
								aux_sge = 0; 
								aux_sle2 = 0;
								aux_sle3 = 0;
								aux_sle4 = 0;
								aux_sle5 = 0;
								aux_sle6 = 0;
								aux_sle7 = 0;
								aux_sle8 = 0; end  
		6'b000100: begin AUXresult <= r_div; 
								aux_s=0;
								aux_seq = 0;
								aux_slt = 0;
								aux_sle = 0;
								aux_sgt = 0;
								aux_sge = 0; 
								aux_sle2 = 0;
								aux_sle3 = 0;
								aux_sle4 = 0;
								aux_sle5 = 0;
								aux_sle6 = 0;
								aux_sle7 = 0;
								aux_sle8 = 0; end 
		6'b000101: begin AUXresult <= r_mult; 
								aux_s=0;
								aux_seq = 0;
								aux_slt = 0;
								aux_sle = 0;
								aux_sgt = 0;
								aux_sge = 0; 
								aux_sle2 = 0; 
								aux_sle3 = 0;
								aux_sle4 = 0;
								aux_sle5 = 0;
								aux_sle6 = 0;
								aux_sle7 = 0;
								aux_sle8 = 0; end  
		6'b000110: begin AUXresult <= r_and;
								aux_s=0;
								aux_seq = 0;
								aux_slt = 0;
								aux_sle = 0;
								aux_sgt = 0;
								aux_sge = 0; 
								aux_sle2 = 0;
								aux_sle3 = 0;
								aux_sle4 = 0;
								aux_sle5 = 0;
								aux_sle6 = 0;
								aux_sle7 = 0;
								aux_sle8 = 0; end  
		6'b000111: begin AUXresult <= r_or; 
								aux_s=0;
								aux_seq = 0;
								aux_slt = 0;
								aux_sle = 0;
								aux_sgt = 0;
								aux_sge = 0; 
								aux_sle2 = 0;
								aux_sle3 = 0;
								aux_sle4 = 0;
								aux_sle5 = 0;
								aux_sle6 = 0;
								aux_sle7 = 0;
								aux_sle8 = 0;	end  
		6'b001100: begin AUXresult	<=0;	
								aux_s=1;
								aux_seq = 0;
								aux_slt = 0;
								aux_sle = 0;
								aux_sgt = 0;
								aux_sge = 0; 
								aux_sle2 = 0;
								aux_sle3 = 0;
								aux_sle4 = 0;
								aux_sle5 = 0;
								aux_sle6 = 0;
								aux_sle7 = 0;
								aux_sle8 = 0;	end	 
			6'b001101 : begin AUXresult <=0;	
								aux_s=0;
								aux_slt = 0;
								aux_sle = 0;
								aux_sgt = 0;
								aux_sge = 0;
								aux_sle2 = 0;
								aux_sle3 = 0;
								aux_sle4 = 0;
								aux_sle5 = 0;
								aux_sle6 = 0;
								aux_sle7 = 0;
								aux_sle8 = 0;
								if(A == B)begin
									aux_seq = 1;
								end
							end				 
			6'b001110 : begin AUXresult <=0;	
								aux_s=0;
								aux_seq = 0;
								aux_sle = 0;
								aux_sgt = 0;
								aux_sge = 0;
								aux_sle2 = 0;
								aux_sle3 = 0;
								aux_sle4 = 0;
								aux_sle5 = 0;
								aux_sle6 = 0;
								aux_sle7 = 0;
								aux_sle8 = 0;
								if(A < B)begin
									aux_slt = 1;
								end
							end					 
			6'b001111 : begin AUXresult <=0;	
								aux_s=0;
								aux_seq = 0;
								aux_slt = 0;
								aux_sgt = 0;
								aux_sge = 0; 
								aux_sle2 = 0;
								aux_sle3 = 0;
								aux_sle4 = 0;
								aux_sle5 = 0;
								aux_sle6 = 0;
								aux_sle7 = 0;
								aux_sle8 = 0;
								if(A <= B)begin
									aux_sle = 1;
								end	
							end			 
			6'b010000 : begin AUXresult <=0;	
								aux_s=0;
								aux_seq = 0;
								aux_slt = 0;
								aux_sle = 0;
								aux_sge = 0; 
								aux_sle2 = 0;
								aux_sle3 = 0;
								aux_sle4 = 0;
								aux_sle5 = 0;
								aux_sle6 = 0;
								aux_sle7 = 0;
								aux_sle8 = 0;
								if(A > B)begin
									aux_sgt = 1;
								end	
							end	 
			6'b010001 : begin AUXresult <=0;	
								aux_s=0;
								aux_seq = 0;
								aux_slt = 0;
								aux_sle = 0;
								aux_sgt = 0;
								aux_sle2 = 0;
								aux_sle3 = 0;
								aux_sle4 = 0;
								aux_sle5 = 0;
								aux_sle6 = 0;
								aux_sle7 = 0;
								aux_sle8 = 0;
								if(A >= B)begin
									aux_sge = 1;
								end
							end	 
			6'b010010 : begin AUXresult <=0;	
								aux_s=0;
								aux_seq = 0;
								aux_slt = 0;
								aux_sgt = 0;
								aux_sge = 0;
								aux_sle = 0;
								aux_sle2 = 0;
								aux_sle3 = 0;
								aux_sle4 = 0;
								aux_sle5 = 0;
								aux_sle6 = 0;
								aux_sle7 = 0;
								aux_sle8 = 0;								
								if(A <= B)begin
									aux_sle2 = 1;
								end	
							end			 
			6'b010011 : begin AUXresult <=0;	
								aux_s=0;
								aux_seq = 0;
								aux_slt = 0;
								aux_sgt = 0;
								aux_sge = 0;
								aux_sle = 0;
								aux_sle2 = 0;	
								aux_sle3 = 0;
								aux_sle4 = 0;
								aux_sle5 = 0;
								aux_sle6 = 0;
								aux_sle7 = 0;
								aux_sle8 = 0;
								if(A <= B)begin
									aux_sle3 = 1;
								end	
							end			 
			6'b010100 : begin AUXresult <=0;	
								aux_s=0;
								aux_seq = 0;
								aux_slt = 0;
								aux_sgt = 0;
								aux_sge = 0;
								aux_sle = 0;
								aux_sle2 = 0;
								aux_sle3 = 0;
								aux_sle4 = 0;
								aux_sle5 = 0;
								aux_sle6 = 0;
								aux_sle7 = 0;
								aux_sle8 = 0;
								if(A <= B)begin
									aux_sle4 = 1;
								end	
							end			 
			6'b010101 : begin AUXresult <=0;	
								aux_s=0;
								aux_seq = 0;
								aux_slt = 0;
								aux_sgt = 0;
								aux_sge = 0;
								aux_sle = 0;
								aux_sle2 = 0;
								aux_sle3 = 0;
								aux_sle4 = 0;
								aux_sle5 = 0;
								aux_sle6 = 0;
								aux_sle7 = 0;
								aux_sle8 = 0;
								if(A <= B)begin
									aux_sle5 = 1;
								end	
							end			 
			6'b010110 : begin AUXresult <=0;	
								aux_s=0;
								aux_seq = 0;
								aux_slt = 0;
								aux_sgt = 0;
								aux_sge = 0;
								aux_sle = 0;
								aux_sle2 = 0;
								aux_sle3 = 0;
								aux_sle4 = 0;
								aux_sle5 = 0;
								aux_sle6 = 0;
								aux_sle7 = 0;
								aux_sle8 = 0;
								if(A <= B)begin
									aux_sle6 = 1;
								end	
							end			 
			6'b010111 : begin AUXresult <=0;	
									aux_s=0;
									aux_seq = 0;
									aux_slt = 0;
									aux_sgt = 0;
									aux_sge = 0;
									aux_sle = 0;
									aux_sle2 = 0;
									aux_sle3 = 0;
									aux_sle4 = 0;
									aux_sle5 = 0;
									aux_sle6 = 0;
									aux_sle7 = 0;
									aux_sle8 = 0;									
									if(A <= B)begin
										aux_sle7 = 1;
									end	
							end			 
			6'b011000 : begin AUXresult <=0;	
									aux_s=0;
									aux_seq = 0;
									aux_slt = 0;
									aux_sgt = 0;
									aux_sge = 0;
									aux_sle = 0;
									aux_sle2 = 0;
									aux_sle3 = 0;
									aux_sle4 = 0;
									aux_sle5 = 0;
									aux_sle6 = 0;
									aux_sle7 = 0;
									aux_sle8 = 0;	
									if(A <= B)begin
										aux_sle8 = 1;
									end	
							end			 
		default: AUXresult <= 0;
		endcase
	end
	assign salida = AUXresult;
	assign se = aux_s;
	assign seqe = aux_seq;
	assign slte = aux_slt;
   assign slee = aux_sle;
	assign sgte = aux_sgt;
	assign sgee = aux_sge;
	assign sle2 = aux_sle2;
	assign sle3 = aux_sle3;
	assign sle4 = aux_sle4;
	assign sle5 = aux_sle5;
	assign sle6 = aux_sle6;
	assign sle7 = aux_sle7;
	assign sle8 = aux_sle8;
endmodule
module band #(parameter WIDTH = 32)(
					input [WIDTH-1:0] A,
					input [WIDTH-1:0] B,
					output logic[WIDTH-1:0] S);
					assign S = A & B;
endmodule 
module bor #(parameter WIDTH = 32)(
					input logic[WIDTH-1:0] A,
					input logic[WIDTH-1:0] B,
					output logic[WIDTH-1:0] S);
					assign S = A | B;
endmodule 
module division #(parameter WIDTH = 32)(
					input [WIDTH-1:0] A,
					input [WIDTH-1:0] B,
					output [WIDTH-1:0] S);
					assign S = A / B;
endmodule 
module mult #(parameter WIDTH = 32)(
					input [WIDTH-1:0] A,
					input [WIDTH-1:0] B,
					output [WIDTH-1:0] S);
					assign S = A * B;
endmodule 
```

## ./constraint.sdc

```tcl
current_design alu

set clk_period 437.7
set clk_io_pct 0.2

create_clock -name clk0 -period $clk_period

set non_clock_inputs [all_inputs -no_clocks]
set_input_delay [expr $clk_period * $clk_io_pct] -clock clk0 $non_clock_inputs
set_output_delay [expr $clk_period * $clk_io_pct] -clock clk0 [all_outputs]
```

==> flow_metrics.py <==
# Physical implementation metrics
metrics = {
    "synthesis": {
        "logic_family": "adder cells",
        "edf_count": 0,
        "yosys_warnings": 1,
        "synth_top_flop_cell": "dlxtn_1",
        "synth_area_per_cell_um2": 7.18,
        "synth_area_um2": 49700,
        "xor_share_pct": 7.39,
        "mux_area_share_pct": 2.70,
        "yosys.area_share.adder_pct": 35.4,
        "yosysChipArea_um2": 49700,
        "simple_gate_area_share_pct": 21.9,
        "yosysCellCount": 6916,
        "numSynthFlops": 13,
        "ys_sh_aoi_pct": 24.7,
        "syn_inst": 6916,
        "ys_async_sr_fraction_pct": 0,
        "synth_cell_types": 102,
    },
    "route": {
        "vias": 53800,
        "ant_nets": 0,
        "wire_per_inst_um": 27.6,
        "vias_per_cell": 6.53,
        "drt-met1-wl_um": 87900,
        "drt_pass1_iterations": 8,
        "top_layer": "met5",
        "dr.first_iter.drc_count": 5182,
        "dr_wl_met3_um": 30400,
        "drc": 0,
        "totalWireLength_um": 227000,
        "route.met2.wl_um": 93400,
    },
    "placed_design": {
        "io_buffers": 115,
        "place.gp.congestion": 1.10,
        "dp.final_hpwl_um": 180000,
    },
    "clock_tree": {
        "post_cts_resized": 0,
        "post-cts-setup-buffer-count": 0,
        "post_cts_hold_buffer_count": 0,
    },
    "final_layout": {
        "seq_area_um2": 195,
        "mostFrequentLayoutCell": "nand2_1",
        "syn_to_final_growth_pct": 6.53,
        "fill_cells": 9544,
        "logic_area_um2": 45800,
        "layout-drive-gt1-share_pct": 6.09,
        "layout_top_cells": "897 x nand2_1, 750 x ha_1, 683 x inv_1, 656 x nor2_1, 467 x a21oi_1",
    },
    "setup_path": {
        "critPathCaptureType": "output port",
        "critPathSlowestCell": "a2111oi_1",
        "crit_top_cell": "ha_1",
        "cp_max_fo": 36,
        "critPathLaunchType": "input port",
        "worst-endpoint-arrival_ns": 172.89,
        "crit_type": "input port to output port",
        "cpPeakStageDelay_ns": 1.10,
        "crit_required_ns": 350.16,
    },
    "timing": {
        "maxSlewViolCount": 0,
        "hold_ws_ns": 176.69,
        "final.min_clock_period_ns": 260.43,
        "grt_setup_unrepaired": "no",
        "period_used_pct": 59.5,
        "worst_slew_pin_slew_ns": 1.27,
        "fmax_mhz": 3.84,
        "untimed_endpoints": 26,
        "setup-tns-final_ns": 0,
        "slew_headroom_pct": 15.1,
        "finalSetupViolCount": 0,
        "unclocked_regs": 13,
        "finalHoldViolCount": 0,
    },
    "power_and_ir_drop": {
        "p_leak_nw": 25.3,
        "vdd_drop_max_mv": 0.0371,
        "power.internal_mw": 0.142,
        "power_frac_seq_pct": 0,
        "p_sw_share_pct": 62.3,
        "cellPowerDensity_nw_per_um2": 7.12,
        "p_switching_mw": 0.235,
        "clkPwrFrac_pct": 0,
        "pwr-share-comb_pct": 100.0,
    },
    "die": {
        "num_io_pins": 115,
        "die_area_um2": 101000,
        "die_w_um": 317,
        "initial_utilization_pct": 50.5,
        "die_height_um": 317,
        "coreArea_um2": 98400,
        "std_cell_rows": 115,
    },
    "global_routing": {
        "grtUsageTotal_pct": 46.1,
        "grt_pass1_vias": 50800,
        "grt_pass1_wl_um": 331000,
        "gr-total-overflow": 0,
        "grt_max_degree": 39,
        "antenna_found_initial": 11,
    },
    "run_status": {
        "status": "finished, final reports clean",
    },
    "flow_run": {
        "drv_cap": 0,
        "warnings": 100,
    },
    "worst_hold_path": {
        "hold_class": "input port to output port",
    },
}
-- through the flow --
stage	instance area (um^2)	utilization, %	setup slack, ns	instances	total power [mW]
after CTS	52900	53.7	180.06	8238	0.361
after detailed placement	52900	53.7	180.39	8238	0.358
final	52900	53.8	177.27	8247	0.377
after floorplan	49700	-	193.24	6916	0.243
after global routing	52900	53.7	172.87	8239	0.409
after global placement	52900	53.7	180.68	8238	0.358
-- Yosys cell counts, types with 131 or more instances --
| master | count | area [um^2] |
|---|---|---|
| xnor2_1 | 248 | 2170 |
| inv_1 | 695 | 2610 |
| clkbuf_1 | 236 | 886 |
| nor3_1 | 187 | 936 |
| a21oi_1 | 468 | 2340 |
| nor2_1 | 658 | 2470 |
| nand3_1 | 146 | 731 |
| xor2_1 | 171 | 1500 |
| a21o_1 | 175 | 1310 |
| ha_1 | 750 | 9380 |
| o21a_1 | 131 | 983 |
| nand2_1 | 897 | 3370 |
| fa_1 | 410 | 8210 |
| o21ai_0 | 300 | 1500 |
-- path summary, 6_finish.rpt --
check          to        from  slack (ns)  cells after the start
max     salida[0]       B[26]      177.27                    288
min    salida[26]  control[4]      176.69                      6
-- area by class of cell --
class | count | area share (%)
antenna | 9 | 0.0426
multi-input combinational | 5924 | 86.6
sequential | 13 | 0.369
tap | 1287 | 3.04
inverter | 702 | 4.98
timing repair buffer | 312 | 4.96
-- critical path: cells and delay by family --
kind / cells / cell delay (ns)
AND/OR/NAND/NOR: 75 / 19.22
adder cells (fa/ha/maj): 31 / 10.62
AND-OR/OR-AND: 149 / 46.15
buffers and inverters: 24 / 5.88
multiplexers: 9 / 3.20
-- power by group through the flow --
stage | Combinational (mW) | Clock, mW | Sequential [mW]
global route | 0.409 | 0.00000000000735 | 0.0000772
CTS | 0.361 | 0 | 0.0000762
finish | 0.377 | 0.0000000296 | 0.0000760
-- per-layer routing --
layer | GRT usage [%] | up-vias
met3 | 18.9 | 757
met4 | 23.5 | 22
met1 | 60.1 | 25300
li1 | - | 24500
met5 | 2.56 | -
met2 | 65.9 | 3236
-- logic make-up after synthesis --
kind of cell | after synthesis
AND-OR/OR-AND | 1823
adder cells (fa/ha/maj) | 1160
buffers and inverters | 979
AND/OR/NAND/NOR | 2399
multiplexers | 123
latches | 13
XOR/XNOR | 419
Power figures rest on the tool's default switching activity, not on a simulated workload.
