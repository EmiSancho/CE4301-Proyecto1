--- flow/config.mk ---
export PLATFORM = sky130hd
export DESIGN_NAME = jumpins
export DESIGN_NICKNAME = jumpins
export VERILOG_FILES = /design/flow/design.v
export SDC_FILE = /design/flow/constraint.sdc
export NUM_CORES = 4
export LEC_CHECK = 1
export CORE_AREA = 10 10 110 110
export DIE_AREA = 0 0 120 120
--- flow/constraint.sdc ---
current_design jumpins

set clk_period 5.3
set clk_io_pct 0.2

create_clock -name clk0 -period $clk_period

set non_clock_inputs [all_inputs -no_clocks]
set_input_delay [expr $clk_period * $clk_io_pct] -clock clk0 $non_clock_inputs
set_output_delay [expr $clk_period * $clk_io_pct] -clock clk0 [all_outputs]
--- flow/design.v ---
module jumpins#(parameter n=32)(input logic [n-1:0] instruccion, 
										  output logic senable,  
										  output logic [7:0] pc);
	logic[5:0] aux_operacion;
	logic[2:0] aux_destino;
	logic[2:0] aux_r1;
	logic[2:0] aux_r2;
	logic[7:0] aux_inmediato;
	logic[7:0] aux_etiqueta;
	logic[7:0] aux_pc, aux_pc_s, aux_pc_seq, aux_pc_slt, aux_pc_sle, aux_pc_sgt, aux_pc_sge;
	logic aux_senable, aux_senable_seq, aux_senable_slt, aux_senable_sle, aux_senable_sgt, aux_senable_sge;
	muxControl mc(instruccion, aux_operacion, aux_r1,aux_r2,aux_destino,aux_inmediato,aux_etiqueta);
	logic[n-1:0] r_s; saltobasico s(aux_etiqueta, aux_pc_s);
	logic[n-1:0] r_seq; saltoeq seq(aux_etiqueta, aux_r1, aux_r2, aux_inmediato, aux_senable_seq, aux_pc_seq);
	logic[n-1:0] r_slt; saltoslt slt(aux_etiqueta, aux_r1, aux_r2, aux_inmediato, aux_senable_slt, aux_pc_slt);
	logic[n-1:0] r_sle; saltosle sle(aux_etiqueta, aux_r1, aux_r2, aux_inmediato, aux_senable_sle, aux_pc_sle);
	logic[n-1:0] r_sgt; saltosgt sgt(aux_etiqueta, aux_r1, aux_r2, aux_inmediato, aux_senable_sgt, aux_pc_sgt);
	logic[n-1:0] r_sge; saltosge sge(aux_etiqueta, aux_r1, aux_r2, aux_inmediato, aux_senable_sge, aux_pc_sge);
	always @(*) begin
		case (aux_operacion)
			6'b001100 : begin   
									aux_senable = 1'b1;
									aux_pc <= aux_pc_s;
							end
			6'b001101 : begin   
									aux_senable <= aux_senable_seq;
									aux_pc <= aux_pc_seq;
							end
			6'b001110 : begin  
									aux_senable <= aux_senable_slt;
									aux_pc <= aux_pc_slt;
							end
			6'b001111 : begin  
									aux_senable <= aux_senable_sle;
									aux_pc <= aux_pc_sle;
							end	
			6'b010000 : begin  
									aux_senable <= aux_senable_sgt;
									aux_pc <= aux_pc_sgt;
							end
			6'b010001 : begin  
									aux_senable <= aux_senable_sge;
									aux_pc <= aux_pc_sge;
							end
			default: aux_senable  = 1'b0;				
		endcase
	end
	assign pc = aux_pc;
	assign senable = aux_senable;
endmodule 
module muxControl(
		input logic [31:0]instruccion,
		output logic [5:0]AluControl,
		output logic [2:0]R1,
		output logic [2:0]R2,
		output logic [2:0]RDestino,
		output logic [7:0] i1, 
		output logic [7:0] i2  
		);
		always@(*)begin
			AluControl =  instruccion[31:26];
			RDestino = instruccion[24:22];
			R1 = instruccion[21:19];
			R2 = instruccion[18:16];
			i1 = instruccion[15:8];
			i2 = instruccion[7:0];
		end
endmodule
module saltobasico(input logic [7:0] etq, 
						 output logic [7:0] pc);
	logic [7:0] aux_pc;
	always @(*) begin
		case (etq)
			8'b00000100 : begin  
									aux_pc = 8'b00000100;
							end
			8'b00010000 : begin  
									aux_pc = 8'b00010000;
							end
			8'b00111000 : begin  
									aux_pc = 8'b00111000;
							end
			8'b01010000 : begin  
									aux_pc = 8'b01010000;
							end
			8'b01110000 : begin  
									aux_pc = 8'b01110000;
							end
			8'b10000000 : begin  
									aux_pc = 8'b10000000;
							end
		endcase
	end
	assign pc = aux_pc;
endmodule  
module saltoeq(input logic [7:0] etq, 
					input logic [2:0] r1,
					input logic [2:0] r2,
					input logic [7:0] inm1,
					output logic senable,  
					output logic [7:0] pc);
	logic [7:0] aux_pc;
	logic [7:0] aux_ope2;
	always @( * ) begin
	  if (r2 == 3'b0)
		 begin
			aux_ope2 <= inm1;
		 end
	  else
		 begin
			aux_ope2 <= r2;
		 end
	end
	always @( * ) begin
	  if (r1 == aux_ope2)
		 begin
			pc <= etq;
			senable = 1'b1;
		 end
	  else
		 begin
			senable = 1'b0;
		 end
	end
endmodule 
module saltosge(input logic [7:0] etq, 
					input logic [2:0] r1,
					input logic [2:0] r2,
					input logic [7:0] inm1,
					output logic senable,  
					output logic [7:0] pc);
	logic [7:0] aux_pc;
	logic [7:0] aux_ope2;
	always @( * ) begin
	  if (r2 == 3'b0)
		 begin
			aux_ope2 <= inm1;
		 end
	  else
		 begin
			aux_ope2 <= r2;
		 end
	end
	always @( * ) begin
	  if (r1 >= aux_ope2)
		 begin
			pc <= etq;
			senable = 1'b1;
		 end
	  else
		 begin
			senable = 1'b0;
		 end
	end
endmodule 
module saltosgt(input logic [7:0] etq, 
					input logic [2:0] r1,
					input logic [2:0] r2,
					input logic [7:0] inm1,
					output logic senable,  
					output logic [7:0] pc);
	logic [7:0] aux_pc;
	logic [7:0] aux_ope2;
	always @( * ) begin
	  if (r2 == 3'b0)
		 begin
			aux_ope2 <= inm1;
		 end
	  else
		 begin
			aux_ope2 <= r2;
		 end
	end
	always @( * ) begin
	  if (r1 > aux_ope2)
		 begin
			pc <= etq;
			senable = 1'b1;
		 end
	  else
		 begin
			senable = 1'b0;
		 end
	end
endmodule 
module saltosle(input logic [7:0] etq, 
					input logic [2:0] r1,
					input logic [2:0] r2,
					input logic [7:0] inm1,
					output logic senable,  
					output logic [7:0] pc);
	logic [7:0] aux_pc;
	logic [7:0] aux_ope2;
	always @( * ) begin
	  if (r2 == 3'b0)
		 begin
			aux_ope2 <= inm1;
		 end
	  else
		 begin
			aux_ope2 <= r2;
		 end
	end
	always @( * ) begin
	  if (r1 <= aux_ope2)
		 begin
			pc <= etq;
			senable = 1'b1;
		 end
	  else
		 begin
			senable = 1'b0;
		 end
	end
endmodule 
module saltoslt(input logic [7:0] etq, 
					input logic [2:0] r1,
					input logic [2:0] r2,
					input logic [7:0] inm1,
					output logic senable,  
					output logic [7:0] pc);
	logic [7:0] aux_pc;
	logic [7:0] aux_ope2;
	always @( * ) begin
	  if (r2 == 3'b0)
		 begin
			aux_ope2 <= inm1;
		 end
	  else
		 begin
			aux_ope2 <= r2;
		 end
	end
	always @( * ) begin
	  if (r1 < aux_ope2)
		 begin
			pc <= etq;
			senable = 1'b1;
		 end
	  else
		 begin
			senable = 1'b0;
		 end
	end
endmodule 
--- flow/run.sh ---
#!/bin/bash
# OpenROAD 26Q1-2900-gdf79404cd8, Yosys 0.63+post, stock flow scripts
make -C /OpenROAD-flow-scripts/flow DESIGN_CONFIG=/design/flow/config.mk WORK_HOME=/design/flow/orfs finish
==> Slide: Implementation Results <==
Run Summary

Status
  – Outcome: complete, no violations

Route
  – DRT Pass-1 Iters: 4
  – Initial detailed-routing violation count: 39
  – WL per Instance: 11.6 um
  – WL final: 3810 um
  – Antenna-violating nets left: 0
  – Drt drc: 0
  – Drt via density: 3.67
  – Antenna diodes: 0
  – Via count: 1205

Critical path
  – Crit path DAT: 3310 ps
  – CP max-delay cell: clkdlybuf4s50_1
  – Worst-path cell chain: clkdlybuf4s50_1 > nor2_1 > a21o_1 > ha_1 > and3_1 > nor4_1 > a2bb2oi_1 > o221ai_1 > clkdlybuf4s50_1
  – CP bufs+invs: 2
  – CP most frequent cell: clkdlybuf4s50_1
  – CP Max Fanout: 4
  – Critical path launch point type: input port
  – Slowest cell delay on critical path: 530 ps
  – Top delay family on crit path: buffers and inverters
  – CP Class: in2out
  – Setup crit end kind: output pin
  – CP Data Required Time: 4240 ps

Final layout
  – Fillers: 1059
  – Area Overhead vs Synth: 32.6%
  – Dominant logic cell types in the final layout: dlxtn_1 (38), clkdlybuf4s50_1 (37), dlxtp_1 (16)
  – Design area: 0.00205 sq mm
  – Fraction of layout cells with a size suffix above 1: 3.59%
  – Finished Layout Cells: 328
  – Most numerous logic cell after layout: dlxtn_1

Clock tree
  – # hold bufs at CTS: 0
  – PostCTS Resize Cnt: 0
  – Post-CTS setup buffers: 0

Min path
  – Hold Path Depth: 5
  – Hold Path Class: in2out
  – Hold path endpoint: senable
  – Hold path start: instruccion[11]

Placement
  – Port bufs: 37
  – Final GP Congestion: 0.792
  – Worst slack at placement: 923 ps
  – Final HPWL DP: 3150 um
  – Placed insts: 328
  – Post-Place Cell Area: 0.00205 sq mm

Yosys
  – Cell count after synthesis: 162
  – Mapped Avg Cell Area: 9.56 sq um
  – Top FF cell, synth: dlxtn_1
  – Ys async rst share: 0%
  – Yosys cell types: 41
  – Synth warn: 8
  – Yosys stat chip area: 0.00155 sq mm
  – Yosys cell count: 162
  – #FFs+latches synth: 54
  – EDFF count, synth: 0
  – Mapped Area: 0.00155 sq mm

STA
  – Endpoints left unconstrained: 62
  – Hold Violations, Final: 0
  – Fin Setup TNS: 0 ps
  – Max-slew violation count: 0
  – Crit path setup slack, layout: 930 ps
  – Unrepaired setup endpoints after global routing: no
  – Post-layout period usage: 82.4%
  – F_max: 229 MHz
  – Register pins left without a clock: 54
  – Max_slew headroom: 61.6%
  – Pin slew with the least headroom to its limit: 574 ps
  – Final setup viols: 0
  – Hold Slack: 3380 ps
  – Min Tclk post-route: 4370 ps

Floorplan
  – I/O pin total: 41
  – Die Y-Extent: 120 um
  – DIE AREA: 0.0144 sq mm
  – Rows: 36
  – Placeable Area: 0.00977 sq mm
  – FP Util: 15.8%
  – Die width: 120 um

GRT
  – Vias in the first global route: 1229
  – Largest net degree at the start of global routing: 17
  – Total GRT Usage: 5.15%
  – Global-route wire length before repair: 6320 um
  – Initial antenna violation count: 0
  – Total gr overflow: 0

Run
  – Max cap viols: 0
  – Tool warning count: 36

Power and ir drop
  – PD cells: 65.1 mW/mm^2
  – Worst VDD drop: 0.00000996 V
  – Leakage: 0.842 nW
cell type report:
cell class | instances | area, sq um | share of cell area, %
Tap cell | 133 | 166 | 8.10
Sequential cell | 54 | 811 | 39.5
Timing Repair Buffer | 39 | 385 | 18.8
Multi-Input combinational cell | 95 | 664 | 32.4
Inverter | 7 | 26.3 | 1.28
how the worst max path moves through the flow:
stage | to | start | slack, ps | cells after the start
finish | senable | instruccion[17] | 930 | 9
global route | senable | instruccion[17] | 790 | 9
CTS | senable | instruccion[17] | 900 | 9
per-stage QoR:
stage,util (%),power [mW]
after detailed placement,21.0,0.135
after global placement,21.0,0.134
final,21.0,0.134
after global routing,21.0,0.145
after floorplan,-,0.0890
after CTS,21.0,0.136
cell usage after synthesis, drive strengths merged (2+ instances only):
master  instances  area (sq um)
dlxtp          16           240
nand2          10          37.5
a22oi           6          45.0
a22o            6          52.6
nand3           4          20.0
inv             7          26.3
nor2b           2          12.5
a221o           2          20.0
dlxtn          38           571
or2             2          15.0
o211ai          6          45.0
o21bai          2          15.0
nor4            2          12.5
and3            2          12.5
o21ai           5          25.0
and2            2          12.5
mux2i           2          20.0
mux2            6          67.6
a21oi           7          46.3
nor2           11          41.3
ha              3          37.5
buf             5          43.8
worst min-delay path: stages:
cell	delay, ps
clkdlybuf4s50_1	390
nor2_1	90
a21oi_1	120
o221ai_1	170
clkdlybuf4s50_1	490
sequential cells by signal (all words and copies together), names as in the netlist:
register	flops
aux_pc	8
seq.pc	8
sge.pc	8
sgt.pc	8
sle.pc	8
slt.pc	8
s.aux_pc	6
cell families after synthesis:
group                      after synthesis  synth area share, %
latches                                 54                 52.3
and+or+nand+nor                         44                 15.7
AOI/OAI and AO/OA                       39                 18.6
buffers and inverters                   13                 4.77
muxes                                    8                 5.65
adders and majority gates                3                 2.42
xor gates and xnor gates                 1                0.566
routing by layer:
metal | routed length (um) | global-route usage (%) | up-vias
met4 | 0 | 0 | 0
met3 | 105 | 0.524 | 0
met5 | 0 | 0 | -
met2 | 2020 | 9.42 | 10
met1 | 1690 | 6.80 | 552
li1 | - | - | 643
power breakdown:
part	total [mW]	internal, mW	switching, mW
clock network	0	0	0
logic	0.0819	0.0402	0.0417
registers	0.0517	0.0485	0.00321
total	0.134	0.0887	0.0449
No activity file was given, so power comes from the tool's default toggle rates.
